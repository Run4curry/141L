==> flow/design.v <==
module processor(
  input clk,
  input init,
  output logic done
  );
    logic[8:0] imem[512];  
    logic[7:0] dmem[255];  
    logic[7:0] regs[16];  
    logic[7:0] PC;  
    logic[8:0] instr;  
    logic[8:0] counter = 1;  
    enum logic[1:0] {IDLE=2'b00, COMPUTE=2'b01, DUMMY=2'b10, DUMMY2=2'b11} state;
    const logic[3:0] LW = 4'b0000;  
    const logic[3:0] SW = 4'b0001;  
    const logic[3:0] MOV = 4'b0010;  
    const logic[3:0] XOR = 4'b0011;  
    const logic[3:0] AND = 4'b0100;  
    const logic[3:0] OR = 4'b0101;  
    const logic[3:0] LSL = 4'b0110;  
    const logic[3:0] BRANCH = 4'b0111;  
    const logic[3:0] PAR = 4'b1001;  
    const logic[3:0] INC = 4'b1000;  
    const logic[3:0] DEC = 4'b1010;  
    const logic[3:0] STOP = 4'b1011;  
    const logic[3:0] MOVREG = 4'b1100;  
    const logic[4:0] MOV_41 = 5'b00000;  
    const logic[4:0] MOV_ENC64 = 5'b00001;  
    const logic[4:0] MOV_SPACE2 = 5'b00010;  
    const logic[4:0] MOV_ZERO = 5'b00011;  
    const logic[4:0] MOV_8TAPS = 5'b00100;  
    const logic[4:0] MOV_TAP_ADDR = 5'b00101;  
    const logic[4:0] MOV_COUNTTAPS = 5'b00110;  
    const logic[4:0] MOV_TAP_ZERO = 5'b00111;  
    const logic[4:0] MOV_SPACE = 5'b01000;  
    const logic[4:0] MOVREG_TAP_ADDR = 5'b00000;  
    const logic[4:0] MOVREG_SEED = 5'b00001;  
    const logic[4:0] MOVREG_TAP_ADDR_BACK = 5'b00010;  
    const logic[4:0] MOVREG_BACKSEED = 5'b00011;  
    const logic[4:0] MOVREG_SEED2 = 5'b00100;  
    const logic[4:0] MOVREG_NEWSEED = 5'b00101;  
  const logic[4:0] BRANCH_PADDING = 5'b00000;  
  const logic[4:0] BRANCH_MESSAGE = 5'b00001;  
  const logic[4:0] BRANCH_END = 5'b00010;  
  const logic[4:0] BRANCH_MORE_PADDING = 5'b00011;  
  const logic[4:0] BRANCH_WHILE = 5'b00100;  
  const logic[4:0] BRANCH_NEXT = 5'b00101;  
  const logic[4:0] BRANCH_SKIP = 5'b00110;  
  const logic[4:0] BRANCH_NOTEQUAL = 5'b00111;  
  const logic[4:0] BRANCH_FOR = 5'b01000;  
  const logic[4:0] BRANCH_INT1 = 5'b01001;  
  const logic[4:0] BRANCH_INT2 = 5'b01010;  
  const logic[4:0] BRANCH_DECRYPTION = 5'b01011;  
  const logic[4:0] BRANCH_NEXT2 = 5'b01100;  
  const logic[4:0] BRANCH_DECRYPTION3 = 5'b01101;  
  const logic[4:0] BRANCH_DECRYPTION2 = 5'b01110;  
  const logic[4:0] BRANCH_EDGE = 5'b01111;  
  const logic[4:0] BRANCH_MAIN_LOOP = 5'b10000;  
  const logic[4:0] BRANCH_SECOND_SPACE = 5'b10001;  
  const logic[4:0] BRANCH_END3 = 5'b10010;  
    assign instr = imem[PC];  
    function logic[7:0] ALU(input logic[7:0] r1, input logic[7:0] r2, input logic[7:0] r3,
      input logic t1,
      input logic[4:0] opcode);
      if(t1) begin
        if(opcode == AND) begin  
          ALU = r1 & r2;
        end
        else if(opcode == OR) begin  
          ALU = r1 | r2;
        end
        else begin  
          ALU = r1 ^ r2;
        end
      end
      else begin
        if(opcode == LSL) begin  
          ALU = r3 << 1;
        end
        else if(opcode == INC) begin  
          ALU = r3 + 1;
        end
        else if(opcode == DEC) begin  
          ALU = r3 - 1;
        end
        else begin  
          ALU = ^r3;
        end
      end
    endfunction
    always_ff @(posedge clk) begin
      if(init) begin
        if(counter == 1) begin
          PC <= 8'b00000000;
          done <= 0;
          state <= IDLE;
        end
        else begin
          done <= 0;
          state <= DUMMY;
        end
      end
      else
        case(state)
          IDLE: begin
            if(!init) begin
              PC <= 8'b00000000;
              for(int i = 0; i < 16; i++) begin
                regs[i] <= 8'b00000000;
              end
              counter <= 1;
              state <= COMPUTE;
            end
          end
          COMPUTE: begin
          case(instr[8:5])
            LW: begin
              regs[instr[4:2]] <= dmem[regs[instr[1:0]]];
              PC <= PC + 1;
              state <= COMPUTE;
            end
            SW: begin
              dmem[regs[instr[1:0]]] <= regs[instr[4:2]];
              PC <= PC + 1;
              state <= COMPUTE;
            end
            XOR: begin
              regs[5] <= ALU(regs[instr[4:2]], regs[instr[1:0]], regs[instr[4:1]], 1, instr[8:5]);
              PC <= PC + 1;
              state <= COMPUTE;
            end
            AND: begin
              regs[10] <= ALU(regs[instr[4:2]], regs[instr[1:0]], regs[instr[4:1]], 1, instr[8:5]);
              PC <= PC + 1;
              state <= COMPUTE;
            end
            OR: begin
              regs[5] <= ALU(regs[instr[4:2]], regs[instr[1:0]], regs[instr[4:1]], 1, instr[8:5]);
              PC <= PC + 1;
              state <= COMPUTE;
            end
            LSL: begin
              regs[instr[4:1]] <= ALU(regs[instr[4:2]], regs[instr[1:0]], regs[instr[4:1]], 0, instr[8:5]);
              PC <= PC + 1;
              state <= COMPUTE;
            end
            PAR: begin
              regs[2] <= ALU(regs[instr[4:2]], regs[instr[1:0]], regs[instr[4:1]], 0, instr[8:5]);
              PC <= PC + 1;
              state <= COMPUTE;
            end
            INC: begin
              regs[instr[4:1]] <= ALU(regs[instr[4:2]], regs[instr[1:0]], regs[instr[4:1]], 0, instr[8:5]);
              PC <= PC + 1;
              state <= COMPUTE;
            end
            DEC: begin
              regs[instr[4:1]] <= ALU(regs[instr[4:2]], regs[instr[1:0]], regs[instr[4:1]], 0, instr[8:5]);
              PC <= PC + 1;
              state <= COMPUTE;
            end
            MOV: begin
            case(instr[4:0])
                MOV_41: regs[0] <= 41;
                MOV_ENC64: regs[1] <= 64;
                MOV_ZERO: regs[0] <= 0;
                MOV_SPACE2: regs[2] <= 8'h20;
                MOV_8TAPS: regs[11] <= 8;
                MOV_TAP_ADDR: begin
                  regs[2] <= 140;
                end
                MOV_COUNTTAPS: regs[14] <= 0;
                MOV_TAP_ZERO: regs[7] <= 0;
                MOV_SPACE: regs[7] <= 8'h20;
            endcase
            PC <= PC + 1;
            state <= COMPUTE;
            end
            MOVREG: begin
            case(instr[4:0])
              MOVREG_TAP_ADDR: regs[9] <= regs[2];
              MOVREG_TAP_ADDR_BACK: begin
                regs[2] <= regs[9];
              end
              MOVREG_SEED: regs[8] <= regs[5];
              MOVREG_BACKSEED: regs[5] <= regs[8];
              MOVREG_SEED2: regs[3] <= regs[5];
              MOVREG_NEWSEED: begin
                regs[5] <= regs[3];
              end
            endcase
            PC <= PC + 1;
            state <= COMPUTE;
            end
            BRANCH: begin
            case(instr[4:0])
              BRANCH_PADDING: begin
                if(regs[4] == 0) begin
                  PC <= PC + 1;
                end
                else begin
                  PC <= 7;
                end
              end
              BRANCH_MESSAGE: begin
                if(regs[0] == 41) begin
                  PC <= PC + 1;
                end
                else begin
                  PC <= 23;
                end
              end
              BRANCH_END: begin
                if(regs[1] == 128) begin
                  PC <= 53;
                end
                else begin
                  PC <= PC + 1;
                end
              end
              BRANCH_MORE_PADDING: begin
                if(regs[1] == 128) begin
                  PC <= PC + 1;
                end
                else begin
                  PC <= 39;
                end
              end
              BRANCH_WHILE: begin
                PC <= 61;  
              end
              BRANCH_NEXT: begin
                if(regs[11] == 1) begin
                  PC <= 98;  
                end
                else begin
                  PC <= PC + 1;
                end
              end
              BRANCH_SKIP: begin
                if(regs[2] == 0) begin
                  PC <= 87;  
                end
                else begin
                  PC <= PC + 1;
                end
              end
              BRANCH_NOTEQUAL: begin
                if(regs[5] != regs[3]) begin
                  PC <= 90;  
                end
                else begin
                  PC <= PC + 1;
                end
              end
              BRANCH_FOR: begin
                if(regs[14] < 8) begin
                  PC <= 72;  
                end
                else begin
                  PC <= PC + 1;
                end
              end
              BRANCH_INT1: begin
                PC <= 72;  
              end
              BRANCH_INT2: begin
                PC <= 82;  
              end
              BRANCH_DECRYPTION: begin
                if(regs[2] != 0) begin
                  PC <= 104;  
                end
                else begin
                  PC <= PC + 1;
                end
              end
              BRANCH_NEXT2: begin
                PC <= 98;  
              end
              BRANCH_DECRYPTION3: begin
                if(regs[3] == 8'h20) begin
                  PC <= 104;  
                end
                else begin
                  PC <= PC + 1;
                end
              end
              BRANCH_DECRYPTION2: begin
                if(regs[0] != 41) begin
                  PC <= 119;  
                end
                else begin
                  PC <= PC + 1;
                end
              end
              BRANCH_EDGE: begin
                if(regs[14] == 8) begin
                  PC <= 84;  
                end
                else begin
                  PC <= PC + 1;
                end
              end
              BRANCH_MAIN_LOOP: begin
                PC <= 65;
              end
              BRANCH_SECOND_SPACE: begin
                if(regs[5] == 8'h20) begin
                  PC <= 81;
                end
                else begin
                  PC <= PC + 1;
                end
              end
              BRANCH_END3: begin
                if(regs[5] == 8'h20) begin
                  PC <= 99;
                end
                else begin
                  PC <= PC + 1;
                end
              end
            endcase
            state <= COMPUTE;
            end
            STOP: begin  
            if(counter == 1) begin
              PC <= 54;
              counter <= counter + 1;
            end
            else if(counter == 2) begin
              PC <= 0;
              counter <= counter + 1;
            end
            else begin
              PC <= 54;
              counter <= counter + 1;
            end
              state <= DUMMY2;
              done <= 1;
            end
          endcase  
          end
          DUMMY2: begin
            state <= DUMMY;
            done <= 0;
          end
          DUMMY: begin  
            if(!init) begin
              for(int i = 0; i < 16; i++) begin
                regs[i] <= 8'b00000000;
              end
              state <= COMPUTE;
            end
            else begin
              state <= DUMMY;
            end
          end
        endcase  
    end  
  endmodule
==> flow/run.sh <==
#!/bin/bash
# OpenROAD 26Q1-2900-gdf79404cd8, Yosys 0.63+post, stock flow scripts
make -C /OpenROAD-flow-scripts/flow DESIGN_CONFIG=/design/flow/config.mk WORK_HOME=/design/flow/orfs finish
==> flow/config.mk <==
export PLATFORM = sky130hd
export DESIGN_NAME = processor
export DESIGN_NICKNAME = processor
export VERILOG_FILES = /design/flow/design.v
export SDC_FILE = /design/flow/constraint.sdc
export NUM_CORES = 4
export LEC_CHECK = 1
export CORE_AREA = 10 10 70 70
export DIE_AREA = 0 0 80 80
export SYNTH_MEMORY_MAX_BITS = 65536
==> flow/constraint.sdc <==
current_design processor

set clk_period 3.1
set clk_io_pct 0.2

create_clock -name clk0 -period $clk_period [get_ports {clk}]

set non_clock_inputs [all_inputs -no_clocks]
set_input_delay [expr $clk_period * $clk_io_pct] -clock clk0 $non_clock_inputs
set_output_delay [expr $clk_period * $clk_io_pct] -clock clk0 [all_outputs]
==> run summary <==
run metrics: skew final=~0.0061 ns, leakage=between 0.2 and 0.25 nW, pre-CTS setup slack=about 1.2 ns, DP Cell Count=105, XOR/XNOR Area Share=4.10%, Post-Syn Area=about 640 sq um, num ports=3, Worst slew margin=about three quarters, cts hold-fix bufs=0, Avg WL per Cell=between 9 and 10 um, VDD IR max=roughly 0.096 mV, Non-Filler Instances=between 100 and 150, Log Warnings=26, worst endpoint data arrival time=1.05 ns, Post-DP HPWL=~760 um, worst-skew pair later-pin latency=between 0.2 and 0.3 ns, Layout area overhead=16.8%, PD cells=about 420 nW/um^2, Clock Tree Buf Depth=2, die height=approximately 80 um, Logic area=259 sq um, met2 Track Usage GR=approximately 4.8%, Top delay family on crit path=buffers and inverters, CTS sink count=14, flop2flop setup slack=approximately 1.6 ns, GRT Overall Usage=roughly 3.7%, FP Rows=21, Sw Share=18.9%, detailed-route via count=around 450, Int Pwr=between 0.0002 and 0.0003 W, met1 global-route usage=5.22%, worst min path class=flop to flop, yosys cell count=57, port bufs=2, Post-synth EDFFs=9, CTS tree=built, MUX share of area=0%, CTS resizes=0, syn avg cell area=between 10 and 15 sq um, chip area=~6400 sq um, post-route setup slack=1.43 ns, drt initial violations=54, max-slew violations=0, drt first pass iters=5, Psw=about 0.000059 W, Req. time, crit path=approximately 2.5 ns, Final TNS setup=0 ns, DRT Wirelength=around 1000 um, share of cells above drive strength 1=7.94%, vias per cell=4.09, crit path capture type=output port, unrepaired setup endpoints after global routing=no, minimum clock period=1.67 ns, # fillers=between 300 and 400, max_cap viols=0, ant diodes=0, first-pass GRT wire length=~1900 um, YS chip area=~640 sq um, register area=roughly 370 sq um, YS warnings=2, Worst-path clk slew=~0.070 ns, Inserted Clock Buffers=3, core box area=3420 sq um, vias in the first global route=430, gr busiest metal=met1, initial antenna violation count=0, Distinct lib cells used=22, H-tree lvl count=1, Compound Share, Synth=approximately 9.2%, combinational share of power=under 10%, crit path max fanout=2, WP buf/inv=1, Routed Antenna Nets=0, clock power share=around 33%, post-synthesis simple-gate area fraction=23.2%, crit-path cells=clkdlybuf4s50_1, final period utilization=a little over half, Main logic family=simple AND/OR/NAND/NOR gates, main flop type=edfxtp_1, final setup violation count=0, slowest library cell on the worst path=clkdlybuf4s50_1, postcts setup bufs=0, gp weighted congestion=around 0.77, crit path kind=flop to output port, Hold Vio Cnt, Final=0, CP Launch Type=flop, adder share=just under 4%, drt drc=0, largest net degree at the start of global routing=14, Die W=80 um, met3 Usage GRT=under 10%, Tot Pwr=roughly 0.00031 W, Synth Instances=between 50 and 60, Floorplan Utilization=18.8%, Flop pwr share=roughly two thirds, Async SR Flop Fraction=0%, outcome=finished clean, synthesized flop and latch total=14, Max Freq=roughly 600 MHz, global route overflow=0, Root Driver=clkbuf_4, Seq share, synth=57.8%, worst slew pin tran=between 0.3 and 0.4 ns, Crit path largest cell delay=around 0.46 ns
## cells in the final DEF, fill, tap and decap left out, types with 2 or more instances in the layout
master	netlist	final
edfxtp_1	9	9
clkbuf_4	0	3
a21boi_0	2	2
or3_1	4	4
nand4_1	2	2
and2_1	3	3
nand2_1	2	2
nor2b_1	3	3
o21ai_0	4	4
ha_1	2	2
inv_1	2	2
nor2_1	2	2
a21boi_1	2	2
clkdlybuf4s50_1	0	2
nor3b_1	2	2
dfxtp_1	5	5
xnor2_1	2	2
nand3_1	5	5
## cell families after synthesis
family	after synthesis
compound gates	9
simple gates	26
xor+xnor	3
flops	14
fa+ha+maj	2
buf+inv	3
## routing by layer
layer | wire length [um] | share of wire (%)
met1 | 529 | 51
met2 | 412 | 40
met3 | 83 | 8.0
met4 | 8 | 0.77
met5 | 0 | 0
## Yosys cell counts, types with 2 or more instances
cell type | instances | area, sq um
inv_1 | 2 | 7.51
nand3_1 | 5 | 25.0
o21ai_0 | 4 | 20.0
a21boi_1 | 2 | 15.0
or3_1 | 4 | 25.0
nand2_1 | 2 | 7.51
ha_1 | 2 | 25.0
edfxtp_1 | 9 | 270
nand4_1 | 2 | 12.5
xnor2_1 | 2 | 17.5
nor3b_1 | 2 | 15.0
dfxtp_1 | 5 | 100
nor2_1 | 2 | 7.51
nor2b_1 | 3 | 18.8
a21boi_0 | 2 | 15.0
and2_1 | 3 | 18.8
## registers in the layout, summed over array words and instances (netlist names)
| register | count |
|---|---|
| state | 4 |
| done | 1 |
| counter | 9 |
## final timing paths
kind | start | to | depth (start not counted)
max | done | done | 1
min | state[3] | state[1] | 1
max reg2reg | counter[0] | counter[8] | 4
min reg2reg | state[3] | state[1] | 1
## power by group through the flow
stage	clock network [W]	registers, W	logic [W]
final	0.000103	0.000204	0.00000847
after global routing	0.000115	0.000205	0.00000986
after CTS	0.000107	0.000204	0.00000865
## layout make-up
| cell class | count | area share [%] |
|---|---|---|
| inverters | 2 | 1.00 |
| clock buffers | 4 | 3.51 |
| repair buffers | 3 | 3.68 |
| multi-input cells | 40 | 34.6 |
| flip-flops and latches | 14 | 49.5 |
| well taps | 46 | 7.69 |
## per-stage QoR
stage / area, sq um / hold WS [ns] / util (%)
after floorplan: 641 / 0.420 / -
after global placement: 722 / 0.445 / 21.1
after detailed placement: 722 / 0.456 / 21.1
after CTS: 748 / 0.476 / 21.9
after global routing: 748 / 0.502 / 21.9
final: 748 / 0.474 / 21.9
No activity file was given, so power comes from the tool's default toggle rates.
